[design/flow/run.sh]
#!/bin/bash
# OpenROAD 26Q1-2900-gdf79404cd8, Yosys 0.63+post, stock flow scripts
make -C /OpenROAD-flow-scripts/flow DESIGN_CONFIG=/design/flow/config.mk WORK_HOME=/design/flow/orfs finish
[design/flow/config.mk]
export PLATFORM = sky130hd
export DESIGN_NAME = multiff
export DESIGN_NICKNAME = multiff
export VERILOG_FILES = /design/flow/design.v
export SDC_FILE = /design/flow/constraint.sdc
export NUM_CORES = 4
export LEC_CHECK = 1
export CORE_AREA = 10 10 93 93
export DIE_AREA = 0 0 103 103
[design/flow/constraint.sdc]
current_design multiff

set clk_period 1.1
set clk_io_pct 0.2

create_clock -name clk0 -period $clk_period [get_ports {load}]

set non_clock_inputs [all_inputs -no_clocks]
set_input_delay [expr $clk_period * $clk_io_pct] -clock clk0 $non_clock_inputs
set_output_delay [expr $clk_period * $clk_io_pct] -clock clk0 [all_outputs]
[design/flow/design.v]
module multiff(inlines,
               outlines,
               channel,
               load
);
   parameter BUSWIDTH=8;
   parameter CHANNELS=4;
   parameter CHANNELBITS=2;
   output reg[CHANNELS*BUSWIDTH-1:0] outlines;
   input [BUSWIDTH-1:0] inlines;
   input [CHANNELBITS-1:0]      channel;
   input                        load;
   genvar                        i;
   generate
      for (i=0;i<CHANNELS;i=i+1)   
        begin: generateSel
        always @(posedge load)
          outlines[(i+1)*8-1:i*8]<=(i==channel)?inlines:outlines[(i+1)*8-1:i*8];                     
        end
   endgenerate
endmodule
==> run notes <==
The flow ran to the end, and the final reports show no timing, DRC or antenna violations. The run gives 1 for the sum of buffers and inverters on the critical path. The Yosys warning count was 1; the tool warning count was 25. The run gives 0 for the number of antenna-violating nets in the routed design.

The critical path is of the flip-flop to output port type. The run gives 2720 uW as the total power of the final layout. Clock tree synthesis inserted a total of 5 buffers. After synthesis, the largest area contributor takes up 97.3% of total cell area.

Entering global routing, the biggest net connects 12 pins. The tools report the initial cell density of the core as 14.6%. The tree is rooted in a clkbuf_8.

The number of max-slew violations in the final report was 0. The vias per cell is 3.20, and the transition time at the pin with the least slew margin is 236 ps. Cell type of the slowest stage on the worst timing path: edfxtp_1.

The area inside the core boundary is 6760 sq um, and the number of maximum-capacitance constraint violations is 0. Setup repair after global routing left no endpoint under its margin. The final critical path takes up 95.3% of the cycle. The flip-flop count of the largest register, all copies and words added was 32; the post-synthesis chip area from yosys was 987 sq um.

Walking the worst path, the cells encountered are clkdlybuf4s15_1. According to the I/O placement log, the pin count is 43. The post-CTS hold buffer count recorded in the log is 0. Once the clock tree was built, the setup fixing pass inserted 0 buffers. Timing would allow up to 954 MHz.

The arrival time of data at the worst endpoint is listed as 830 ps. With the count of distinct cell types in the synthesized netlist at 5, the clock transition at the registers of the reported paths is 70 ps. For the final routed database, the setup TNS stands at 0 ps.

By area the synthesized netlist is led by edfxtp_1 (97%), and2b_2 (0.89%), and2_2 (0.76%), nor2b_1 (0.63%), nor2_1 (0.38%). Share of layout cells above drive strength 1: 43.3%. Final hold analysis gives a worst-case slack of 471 ps. Static leakage power: 0.000587 uW. The min-delay analysis places its worst path in the category primary input to flip-flop.

The highest net fanout along the worst path was 1. With the total of flip-flops plus latches after synthesis at 32, the die extent in y is 103 um. The number of clock sinks was 32; the initial antenna violation count was 0. The most flop-heavy register is outlines. The horizontal die dimension is 103 um, and the last weighted congestion value of the routability-driven placer is 0.803. The final timing report lists a hold violation count of 0.

The final timing report derives a shortest allowable period of 1050 ps. The timing report gives the biggest stage delay along the critical path as 360 ps. The run gives 0 for the antenna cell count. Per the log, the first TritonRoute iteration ended with a DRC count of 16.

The largest registers in the layout are outlines: 32 flops. The count of buffers inserted at the top-level ports was 42; the global-route total usage across every layer was 4.87%. The post-detailed-route wirelength per cell was 14.6 um; the mean instance size in the synthesized netlist was 27.4 sq um.

Layout overhead on the synthesized area: 57.5%. The logs give 30 for the number of placement rows and 880 ps for the data required time of the critical path. Summing every instance area after synthesis gives 987 sq um.

Of the synthesized area, sequential elements account for 97.3%. The run gives 633 as the via count of the first global-routing pass. Number of standard cells after synthesis: 36. The number of cells in Yosys stat is 36. Summed over all layers, the routed wires come to 2480 um. TritonCTS built the clock tree. The final report gives the core utilization as 23.0%.

Kind of launch point of the worst setup path: a flip-flop. Dividing total power by cell area gives a power density of 1750 nW/um^2. The placement stage leaves a total instance area of 1540 sq um.

STA classifies the critical path endpoint as an output port. The worst max-slew margin expressed relative to the limit was 84.2%; the total DRC errors in the routed layout was 0. For the die outline area, the log shows 10600 sq um. The leading area contributor after synthesis was edfxtp_1. The maximum number of buffers from clock root to sink is 2, and the final standard cell area without fillers is 1560 sq um. According to the report, the first pass of detailed routing completed in 4 iterations.

The total via count after detailed routing came out at 544. The global route stage reports its total congestion overflow as 0. For the global-route wire length before repair, the log shows 3710 um. Grouping stages by cell kind, the critical path spends the most delay in flip-flops.

The final timing report counts setup violations totalling 0. The total number of H-tree levels is 2. For the maximum ir drop on the vdd rail, the log shows 557 uV.
Yosys cell counts:
library cell and number:
and2b_2 1, edfxtp_1 32, and2_2 1, nor2_1 1, nor2b_1 1
what timing repair did:
action,4_1_cts,5_1_grt
gates cloned,0,0
pin swaps,0,0
endpoints found under the setup margin,39,49
resized,70,25
area by class of cell:
type | instances | area [sq um]
fill | 701 | 5200
sequential | 32 | 961
timing repair buffer | 46 | 344
tap | 80 | 100
clock buffer | 5 | 68.8
clock inverter | 3 | 42.5
multi-input combinational | 4 | 38.8
per-layer routing:
metal | global-route usage (%) | share of wire (%) | vias up
met1 | 5.13 | 34 | 250
met4 | 0.963 | 1.4 | 0
li1 | - | - | 245
met2 | 7.75 | 49 | 43
met5 | 0 | 0 | -
met3 | 3.59 | 16 | 6
cell families after synthesis:
group,share of synthesized area (%)
flops,97.3
simple gates,2.66
where the power goes:
| part | leakage [uW] | switching (uW) | internal [uW] |
|---|---|---|---|
| sequential | 0.000300 | 23.2 | 1430 |
| combinational | 0.000233 | 65.5 | 108 |
| clock | 0.0000541 | 416 | 669 |
worst paths after layout:
path / start / endpoint / depth (start not counted)
setup / recovery: outlines[31]$_DFFE_PN_ / outlines[31] / 1
hold / removal: channel[0] / outlines[3]$_DFFE_PN_ / 3
metrics by stage:
step	setup slack, ps	instances
after detailed placement	-354	162
after floorplan	86.6	36
after CTS	2.09	170
after global routing	1.94	170
after global placement	-308	162
final	51.3	170
layout by cell type (no fill, tap or decap):
| cell type | synthesis | final |
|---|---|---|
| edfxtp_1 | 32 | 32 |
| clkbuf_2 | 0 | 19 |
| clkdlybuf4s15_1 | 0 | 9 |
| clkdlybuf4s50_1 | 0 | 8 |
| clkbuf_8 | 0 | 5 |
| buf_2 | 0 | 4 |
| buf_4 | 0 | 3 |
| dlymetal6s2s_1 | 0 | 2 |
| and2_4 | 0 | 1 |
| and2b_4 | 0 | 1 |
| nor2b_4 | 0 | 1 |
| nor2_2 | 0 | 1 |
| clkinv_2 | 0 | 1 |
| clkinvlp_4 | 0 | 1 |
| bufinv_16 | 0 | 1 |
| buf_6 | 0 | 1 |
Power and IR drop assume default switching activity.
